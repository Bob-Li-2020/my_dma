<file path="design.v">
module sfifo 
#(
    DW         = 32, 
    AW         = 4, 
    SHOW_AHEAD = 0 
)(
    input  logic            clk    ,
    input  logic            rst_n  ,
    input  logic            we     ,
    input  logic            re     ,
    input  logic [DW-1 : 0] d      ,
    output logic [DW-1 : 0] q      ,
    output logic            rempty ,
    output logic            wfull  ,
    output logic [AW   : 0] cnt     
);
reg  [DW-1 : 0] rf [2**AW-1:0];
reg  [AW   : 0] wa ;
reg  [AW   : 0] ra ;
wire [AW   : 0] s = wa-ra;
assign wfull  = s[AW];
assign rempty = s==0 ;
assign cnt    = s    ;
always @(posedge clk or negedge rst_n)
    if(~rst_n) begin
        wa <= 0;
        ra <= 0;
    end
    else begin
        wa <= wa+we;
        ra <= ra+re;
    end
always @(posedge clk) 
	if(we) 
		rf [wa[AW-1:0]] <= d;
generate if(SHOW_AHEAD) begin: SHOW_AHEAD_Q
	always @ *
	       q = rf [ra[AW-1:0]];
end else begin: NO_SHOW_AHEAD_Q
	always @(posedge clk)
		q <= rf[ra[AW-1:0]];
end endgenerate
endmodule
</file>
<file path="run.sh">
#!/bin/bash
# OpenROAD 26Q1-2900-gdf79404cd8, Yosys 0.63+post, stock flow scripts
make -C /OpenROAD-flow-scripts/flow DESIGN_CONFIG=/design/flow/config.mk WORK_HOME=/design/flow/orfs finish
</file>
<file path="config.mk">
export PLATFORM = sky130hd
export DESIGN_NAME = sfifo
export DESIGN_NICKNAME = sfifo
export VERILOG_FILES = /design/flow/design.v
export SDC_FILE = /design/flow/constraint.sdc
export NUM_CORES = 4
export LEC_CHECK = 1
export CORE_UTILIZATION = 30
</file>
<file path="constraint.sdc">
current_design sfifo

set clk_period 11.0
set clk_io_pct 0.2

create_clock -name clk0 -period $clk_period [get_ports {clk}]

set non_clock_inputs [all_inputs -no_clocks]
set_input_delay [expr $clk_period * $clk_io_pct] -clock clk0 $non_clock_inputs
set_output_delay [expr $clk_period * $clk_io_pct] -clock clk0 [all_outputs]
</file>
==> impl_metrics.sql <==
-- load yosys + openroad results
INSERT INTO impl_metrics (metric_group, metric, value, unit) VALUES
('drt', 'num_vias', '9134', ''),
('timing', 'finalClockSkew', '0.0139', 'ns'),
('setup_path', 'cp_slowest_cell', 'sky130_fd_sc_hd__dfrtp_4', ''),
('floorplanning', 'die_area', '69000', 'um^2'),
('floorplanning', 'initial_standard_cell_utilization_of_the_core', '30.4', '%'),
('yosys', 'synth_cells', '885', ''),
('timing', 'final.min_clock_period', '5.59', 'ns'),
('yosys', 'synthTopCellsByArea', 'sky130_fd_sc_hd__edfxtp_1 75%, sky130_fd_sc_hd__mux4_2 14%, sky130_fd_sc_hd__dfxtp_1 3.1%, sky130_fd_sc_hd__a22oi_1 2.4%, sky130_fd_sc_hd__dfrtp_1 1.2%', ''),
('setup_path', 'worst-r2r-setup-slack', '7.75', 'ns'),
('global_route', 'number_of_antenna_violations_at_the_first_check_in_global_routing', '2', ''),
('yosys', 'yosys-stat-area', '20400', 'um^2'),
('pwr', 'max-vdd-ir-drop', '0.000177', 'V'),
('yosys', 'synthesized_area_per_cell', '23.0', 'um^2'),
('yosys', 'ys_warn_count', '1', ''),
('floorplanning', 'die_w', '263', 'um'),
('global_route', 'grt_first_pass_wirelength', '64400', 'um'),
('timing', 'rsz0062_at_grt', 'false', ''),
('finish', 'syn2layout_area_growth', '18.1', '%'),
('run_status', 'outcome', 'completed', ''),
('cts', 'cts_made_buffers', '56', ''),
('floorplanning', 'die_h', '263', 'um'),
('setup_path', 'critical_path_class', 'flop to output port', ''),
('setup_path', 'setup.worst_path.end', 'rempty', ''),
('setup_path', 'ff2ff_path_depth', '5', ''),
('drt', 'postRouteWirelength', '42100', 'um'),
('pwr', 'leakage', '7.53', 'nW'),
('cts', 'htree_levels', '2', ''),
('drt', 'dr.pass1.iters', '4', ''),
('finish', 'n_fill_cell', '6010', ''),
('place', 'dpl_cell_area', '22300', 'um^2'),
('setup_path', 'path_cells', 'ha_1, inv_1, fa_1, a21o_1, a21oi_1, xnor2_1, a2111oi_0, clkdlybuf4s50_1', ''),
('timing', 'max-slew-margin-rel', '44.2', '%'),
('global_route', 'globalRouteTotalUtil', '13.4', '%'),
('setup_path', 'end_of_the_worst_register_to_register_path', 'q[12]', ''),
('drt', 'detail_route.drc_violations', '0', ''),
('pwr', 'power_frac_seq', '44.5', '%'),
('yosys', 'ys_dominant_reg_cell', 'sky130_fd_sc_hd__edfxtp_1', ''),
('timing', 'setup-tns-final', '0', 'ns'),
('drt', 'drt-vias-per-instance', '4.76', ''),
('min_path', 'min-delay-start', 'wa[4]', ''),
('floorplanning', 'fp.coreArea', '67200', 'um^2'),
('place', 'port-buffer-count', '74', ''),
('timing', 'max_freq', '179', 'MHz'),
('drt', 'routed_wirelength_normalized_by_instance_count', '22.0', 'um'),
('yosys', 'netlist_top_cells_count', '512 x sky130_fd_sc_hd__edfxtp_1, 128 x sky130_fd_sc_hd__mux4_2, 64 x sky130_fd_sc_hd__a22oi_1', ''),
('finish', 'layout_cells_sized_above_1', '24.0', '%'),
('setup_path', 'critical_path_arrival', '3.39', 'ns'),
('place', 'gpl.final_weighted_congestion', '0.748', ''),
('floorplanning', 'ioPinCount', '75', ''),
('finish', 'area_of_all_placed_cells_without_fillers', '24100', 'um^2'),
('flow_run', 'log.warning_count', '27', ''),
('cts', 'cts_hold_buffers', '0', ''),
('cts', 'cts.sinks', '554', ''),
('setup_path', 'critical_path_depth', '8', ''),
('setup_path', 'critical_path.top_delay_family', 'flip-flops', ''),
('cts', 'clock_transition_at_the_registers_of_the_reported_paths', '0.06', 'ns'),
('cts', 'cts_tree', 'done', ''),
('setup_path', 'crit_start', 'ra[0]', ''),
('yosys', 'yosysMostFrequentCell', 'sky130_fd_sc_hd__edfxtp_1', ''),
('setup_path', 'critical_path.endpoint_type', 'output port', ''),
('yosys', 'ys_cells', '885', ''),
('setup_path', 'cp.required', '8.80', 'ns'),
('pwr', 'power.combinational.fraction', '26.6', '%'),
('setup_path', 'critPathLaunchType', 'flop', ''),
('yosys', 'number_of_storage_elements_in_the_synthesis_netlist', '554', ''),
('global_route', 'gr-total-overflow', '0', ''),
('cts', 'clock_latency_on_the_worst_skew_pair', '0.60', 'ns'),
('min_path', 'min_path_type', 'flop to flop', ''),
('timing', 'timing.hold.ws', '0.489', 'ns'),
('timing', 'hold_viol', '0', ''),
('drt', 'route.antenna.remaining_nets', '0', '');
[how the worst min path moves through the flow]
stage / depth (start not counted) / to
after CTS: 1 / wa[4]
after global routing: 1 / ra[4]
final: 1 / wa[4]
[cell usage in the layout (no fill, tap or decap), types with 8 or more instances in the layout]
cell type,instances
sky130_fd_sc_hd__clkbuf_1,18
sky130_fd_sc_hd__clkinv_1,9
sky130_fd_sc_hd__nor2_4,16
sky130_fd_sc_hd__a22oi_1,64
sky130_fd_sc_hd__ha_1,8
sky130_fd_sc_hd__dfxtp_1,32
sky130_fd_sc_hd__clkbuf_16,57
sky130_fd_sc_hd__nand2_1,34
sky130_fd_sc_hd__edfxtp_1,512
sky130_fd_sc_hd__clkinv_2,9
sky130_fd_sc_hd__dfrtp_1,8
sky130_fd_sc_hd__clkdlybuf4s50_1,74
sky130_fd_sc_hd__buf_4,21
sky130_fd_sc_hd__mux4_2,128
[kinds of logic after synthesis]
logic type	Yosys count	share of synthesized area (%)
flops	554	79.8
fa+ha+maj	9	0.589
simple gates	67	1.40
mux	128	14.1
compound gates	69	2.52
buf+inv	49	1.16
xor+xnor	9	0.387
[through the flow]
step                      cells  power (W)  util, %
after global placement     1812    0.00444     33.3
after floorplan             885    0.00376        -
after global routing       1917    0.00644     35.8
after CTS                  1916    0.00623     35.8
after detailed placement   1812    0.00445     33.3
final                      1917    0.00612     35.8
[cell type report]
class / count / area [um^2] / area share (%)
Sequential cell: 554 / 16300 / 67.6
Multi-Input combinational cell: 282 / 4020 / 16.7
Clock buffer: 81 / 1580 / 6.55
Tap cell: 873 / 1090 / 4.54
Timing Repair Buffer: 97 / 938 / 3.90
Clock inverter: 23 / 140 / 0.582
Inverter: 6 / 22.5 / 0.0936
Antenna cell: 1 / 2.50 / 0.0104
[power by group through the flow]
stage	sequential [W]	combinational [W]	clock, W
finish	0.00272	0.00163	0.00177
CTS	0.00273	0.00168	0.00182
global route	0.00276	0.00179	0.00189
[registers in the layout, summed over array words and instances (netlist names)]
signal and cells:
q 32, wa 5, rf 512, ra 5
[layer usage]
| layer | wire (um) | global-route usage, % | vias to the layer above |
|---|---|---|---|
| met2 | 20600 | 20.8 | 494 |
| met4 | 830 | 2.29 | 2 |
| met1 | 14800 | 16.1 | 4618 |
| li1 | - | - | 3957 |
| met3 | 5800 | 8.58 | 63 |
| met5 | 7 | 1.25 | - |
Power is estimated from default activity; no workload was simulated.
